<file path="design/flow/run.sh">
#!/bin/bash
# OpenROAD 26Q1-2900-gdf79404cd8, Yosys 0.63+post, stock flow scripts
make -C /OpenROAD-flow-scripts/flow DESIGN_CONFIG=/design/flow/config.mk WORK_HOME=/design/flow/orfs finish
</file>
<file path="design/flow/config.mk">
export PLATFORM = sky130hd
export DESIGN_NAME = TIntersectionController
export DESIGN_NICKNAME = TIntersectionController
export VERILOG_FILES = /design/flow/design.v
export SDC_FILE = /design/flow/constraint.sdc
export NUM_CORES = 4
export LEC_CHECK = 1
export CORE_AREA = 10 10 75 75
export DIE_AREA = 0 0 85 85
</file>
<file path="design/flow/constraint.sdc">
current_design TIntersectionController

set clk_period 2.1
set clk_io_pct 0.2

create_clock -name clk0 -period $clk_period [get_ports {clk}]

set non_clock_inputs [all_inputs -no_clocks]
set_input_delay [expr $clk_period * $clk_io_pct] -clock clk0 $non_clock_inputs
set_output_delay [expr $clk_period * $clk_io_pct] -clock clk0 [all_outputs]
</file>
<file path="design/flow/design.v">
`timescale 1ns / 1ps
module TIntersectionController(
    input clk,rst,
    output reg [2:0]light_LS,
    output reg [2:0]light_BR,
    output reg [2:0]light_LR,
    output reg [2:0]light_RB
    );
    parameter  S1=0, S2=1, S3 =2, S4=3, S5=4,S6=5;
    reg [3:0]count;
    reg[2:0] ps;
    parameter sec7=7,sec5=5,sec2=2,sec3=3;
    always@(posedge clk or posedge rst)
        begin
        if(rst==1)
        begin
        ps<=S1;
        count<=0;
        end
        else
            case(ps)
                S1: if(count<sec7)
                        begin
                        ps<=S1;
                        count<=count+1;
                        end
                    else
                        begin
                        ps<=S2;
                        count<=0;
                        end
                S2: if(count<sec2)
                        begin
                        ps<=S2;
                        count<=count+1;
                        end
                    else
                        begin
                        ps<=S3;
                        count<=0;
                        end
                S3: if(count<sec5)
                        begin
                        ps<=S3;
                        count<=count+1;
                        end
                    else
                        begin
                        ps<=S4;
                        count<=0;
                        end
                S4:if(count<sec2)
                        begin
                        ps<=S4;
                        count<=count+1;
                        end
                    else
                        begin
                        ps<=S5;
                        count<=0;
                        end
                S5:if(count<sec3)
                        begin
                        ps<=S5;
                        count<=count+1;
                        end
                    else
                        begin
                        ps<=S6;
                        count<=0;
                        end
                S6:if(count<sec2)
                        begin
                        ps<=S6;
                        count<=count+1;
                        end
                    else
                        begin
                        ps<=S1;
                        count<=0;
                        end
                default: ps<=S1;
                endcase
            end   
            always@(ps)    
            begin
                case(ps)
                    S1:
                    begin
                       light_LS<=3'b001;
                       light_RB<=3'b001;
                       light_LR<=3'b100;
                       light_BR<=3'b100;
                    end
                    S2:
                    begin 
                       light_LS<=3'b001;
                       light_RB<=3'b010;
                       light_LR<=3'b100;
                       light_BR<=3'b100;
                    end
                    S3:
                    begin
                       light_LS<=3'b001;
                       light_RB<=3'b100;
                       light_LR<=3'b001;
                       light_BR<=3'b100;
                    end
                    S4:
                    begin
                       light_LS<=3'b010;
                       light_RB<=3'b100;
                       light_LR<=3'b010;
                       light_BR<=3'b100;
                    end
                    S5:
                    begin
                       light_LS<=3'b100;
                       light_RB<=3'b100;
                       light_LR<=3'b100;
                       light_BR<=3'b001;
                    end
                    S6:
                    begin 
                       light_LS<=3'b100;
                       light_RB<=3'b100;
                       light_LR<=3'b100;
                       light_BR<=3'b010;
                    end
                    default:
                    begin 
                       light_LS<=3'b000;
                       light_RB<=3'b000;
                       light_LR<=3'b000;
                       light_BR<=3'b000;
                    end
                    endcase
            end                
endmodule
</file>
==> summary.txt <==
Worst path max stage delay: 0.47 ns
Util after Layout: 21.62%
Sequential share of the synthesized area: 37.36%
Crit path DAT: 1.58 ns
FMAX: 501.0 MHz
First-pass GRT wire length: 2684 um
Clock slew at the register clock pins of the worst setup and hold paths: 0.05 ns
Area of the core: 4058 um2
Routability Congestion: 0.8554
Total CTS buffers: 3
# IOs: 14
Post-synthesis to final-layout area growth: 30.30%
CTS Sinks: 10
Yosys Warn Count: 1
Wirelength per Cell: 11.75 um
Crit path DRT: 1.68 ns
Cells after synthesis: 77
Slew margin rel.: 74.07%
Hpwl dp: 1188 um
Synthesis area per yosys: 673.1 um2
TritonCTS clock tree: yes
Yosys cell count: 77
Gate Area: 332.8 um2
Syn_area_per_cell: 8.742 um2
Final tally of hold violations: 0
Chip width: 85 um
Tool warnings: 26
# fillers: 430
Clock Tree Buf Depth: 2
PwrDens: 501.6 nW/um2
Fin crit period: 1.996 ns
Highest-count logic cell in the final layout: clkdlybuf4s50_1
Share of layout cells above drive strength 1: 21.84%
Final Max Slew Viols: 0
CP Cell Sequence: or3_2 -> clkdlybuf4s50_1
1st-pass router iterations: 4
Die height: 85 um
Via count: 581
Dpl cell area: 812.0 um2
Async S/R FF share, synth: 100.0%
Dominant register cell: dfrtp_1
Cycle use final: 95.05%
Post-CTS Hold Buffers: 0
Total Routing Usage GR: 4.395%
Port-buffer cells: 13
Antenna diodes: 0
Number of global-route vias before repair: 576
Initial antenna violation count: 0
DRC: 0
Register area: 254.0 um2
Root buf cell: clkbuf_8
Setup TNS: 0 ns
Largest net degree at the start of global routing: 12
Status: completed
Distinct lib cells: 32
Final wirelength: 1610 um
Slowest stage cell on the critical path: dfrtp_2
Clk latency of the worst-skew pair: 0.24 ns
Die Area: 7225 um2
Total power: 440.0 uW
Core Density at Floorplan: 16.59%
Layout Skew: 0.0009611 ns
Final setup viols: 0
Worst slew pin tran: 0.3792 ns
Peak supply drop: 0.2234 mV
Buffers and inverters on the worst path: 1
Setup crit end kind: output pin
Crit Path Category: register to output pin
DRT antenna net count: 0
Mapped cell area: 673.1 um2
Count of library flops with an enable pin: 0
Iter 0 DRT Violations: 41
Maxcap violations: 0
H-tree lvl count: 1
Std cell rows: 23
Final instance area: 877.1 um2
Leakage Power: 0.3748 nW
Worst-path maximum fanout: 10
Synthesized registers: 10
Startpoint type of the worst setup path: register
Vias per inst: 4.241
GR Overflow Total: 0
Top Layout Cells: 11 x clkdlybuf4s50_1, 7 x nor2_1, 7 x dfrtp_1
RSZ-0062 raised after global routing: false
Crit-path leading delay family: flip-flops
Min-Delay Path Class: input pin to async pin
## worst reg2reg max path, stage by stage (launching register included)
cell and delay, ns:
dfrtp_1 0.38, buf_4 0.16, or4_4 0.53, nor2_2 0.12
a31oi_1 0.15, o31ai_2 0.19
## per-layer routing
layer | up-vias | global-route usage, % | routed length (um)
li1 | 280 | - | -
met1 | 276 | 5.767 | 738
met2 | 20 | 6.267 | 662
met3 | 5 | 2.216 | 167
met4 | 0 | 1.048 | 42
met5 | - | 0 | 0
## flip-flops by register name, indices dropped and copies added (netlist names)
signal,cells
count,4
ps,6
## cell type report
| type | count | share of cell area, % |
|---|---|---|
| flip-flops and latches | 10 | 28.96 |
| multi-input cells | 51 | 37.95 |
| well taps | 50 | 7.133 |
| inverters | 6 | 2.568 |
| repair buffers | 16 | 17.12 |
| clock buffers | 4 | 6.277 |
## path summary, 6_finish.rpt
check / slack (ns) / end / from / cells after the start
setup / recovery: 0.10 / light_LS[0] / ps[3]$_DFF_PP0_ / 2
hold / removal: 0.47 / count[1]$_DFFE_PP0P_ / rst / 2
setup reg to reg: 0.49 / count[0]$_DFFE_PP0P_ / ps[4]$_DFF_PP0_ / 5
hold reg to reg: 0.53 / count[0]$_DFFE_PP0P_ / count[0]$_DFFE_PP0P_ / 1
max in group asynchronous: 1.32 / ps[0]$_DFF_PP1_ / rst / 2
min in group clk0: 0.53 / count[0]$_DFFE_PP0P_ / count[0]$_DFFE_PP0P_ / 1
## repair_timing
item / 4_1_cts / 5_1_grt
buffers inserted: 0 / 1
resized: 5 / 0
pin swaps: 1 / 1
hold endpoints to repair: 0 / 0
setup endpoints to repair: 3 / 1
## logic make-up (layout without fill, tap and decap cells)
kind of cell | after synthesis | in the layout | share of synthesized area (%)
compound gates | 18 | 18 | 18.22
fa+ha+maj | 2 | 2 | 3.717
buf+inv | 16 | 26 | 13.57
simple gates | 30 | 30 | 25.65
mux | 1 | 1 | 1.487
flops | 10 | 10 | 37.36
## synthesized netlist by cell type (2+ instances only)
cell,number,area [um2]
dfrtp_1,9,225.2
a21oi_1,5,25.02
inv_1,6,22.52
nand2_1,5,18.77
nand2b_1,2,12.51
o31ai_2,2,25.02
o21ai_0,4,20.02
clkbuf_1,6,22.52
buf_6,2,22.52
ha_1,2,25.02
nor2_1,7,26.28
nor3_1,5,25.02
or3_1,2,12.51
or4_4,2,22.52
## per-stage QoR
step           setup WS [ns]  instances  hold WS [ns]
2_1_floorplan         0.6245         77        0.2595
3_3_place_gp          0.2137        132        0.5038
4_1_cts              0.04294        136        0.4783
6_report              0.1039        137        0.4659
3_5_place_dp          0.2032        132        0.5132
5_1_grt              0.03189        137        0.4984
## power breakdown
part | internal [mW] | total (mW) | switching, mW
clock network | 0.165 | 0.241 | 0.0763
registers | 0.193 | 0.193 | 0
logic | 0.00173 | 0.00562 | 0.00388
Power figures rest on the tool's default switching activity, not on a simulated workload.
